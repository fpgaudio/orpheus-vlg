## flow/config.mk

```make
export PLATFORM = sky130hd
export DESIGN_NAME = mod_7seg
export DESIGN_NICKNAME = mod_7seg
export VERILOG_FILES = /design/flow/design.v
export SDC_FILE = /design/flow/constraint.sdc
export NUM_CORES = 4
export LEC_CHECK = 1
export CORE_AREA = 10 10 70 70
export DIE_AREA = 0 0 80 80
```

## flow/constraint.sdc

```tcl
current_design mod_7seg

set clk_period 1.0
set clk_io_pct 0.2

create_clock -name clk0 -period $clk_period [get_ports {i_clk}]

set non_clock_inputs [all_inputs -no_clocks]
set_input_delay [expr $clk_period * $clk_io_pct] -clock clk0 $non_clock_inputs
set_output_delay [expr $clk_period * $clk_io_pct] -clock clk0 [all_outputs]
```

## flow/design.v

```verilog
module mod_7seg#
  ( parameter DEFAULT_STATE = 7'b0000000  
  ) ( output logic [0:6] o_segments  
  , input logic [3:0] i_value  
  , input logic i_clk  
  , input logic i_nrst  
  );
  always @(posedge i_clk or negedge i_nrst)
    if (!i_nrst) begin
      o_segments <= ~DEFAULT_STATE;
    end else begin
      case (i_value)
        4'h0: begin
          o_segments <= ~7'b1111110;
        end
        4'h1: begin
          o_segments <= ~7'b0110000;
        end
        4'h2: begin
          o_segments <= ~7'b1101101;
        end
        4'h3: begin
          o_segments <= ~7'b1111001;
        end
        4'h4: begin
          o_segments <= ~7'b0110011;
        end
        4'h5: begin
          o_segments <= ~7'b1011011;
        end
        4'h6: begin
          o_segments <= ~7'b1011111;
        end
        4'h7: begin
          o_segments <= ~7'b1110000;
        end
        4'h8: begin
          o_segments <= ~7'b1111111;
        end
        4'h9: begin
          o_segments <= ~7'b1111011;
        end
        4'ha: begin
          o_segments <= ~7'b1110111;
        end
        4'hb: begin
          o_segments <= ~7'b0011111;
        end
        4'hc: begin
          o_segments <= ~7'b1001110;
        end
        4'hd: begin
          o_segments <= ~7'b0111101;
        end
        4'he: begin
          o_segments <= ~7'b1001111;
        end
        4'hf: begin
          o_segments <= ~7'b1000111;
        end
        default: begin
          o_segments <= ~DEFAULT_STATE;
        end
      endcase
    end
endmodule
```

## flow/run.sh

```bash
#!/bin/bash
# OpenROAD 26Q1-2900-gdf79404cd8, Yosys 0.63+post, stock flow scripts
make -C /OpenROAD-flow-scripts/flow DESIGN_CONFIG=/design/flow/config.mk WORK_HOME=/design/flow/orfs finish
```

==> impl_metrics.ini <==
; physical design summary
[run_status]
status = complete, but fails checks
violations = negative setup slack

[synth]
ys.flops = 7
synth_chip_area_sq_um = 453
synth.distinct_cells = 14
syn_area_sq_um = 453
ys_cells = 40
netlist_instances = 40
yosysWarningCount = 1
synth.avg_cell_area_sq_um = 11.3
ys_seq_share_pct = 40.6

[final_timing]
slew_viol_final = 0
slew_headroom_pct = 81.3
setup_viol = 7
grt_setup_unrepaired = yes
final.setup.worst_slack_ns = -0.0349
hold_viol = 0
max_freq_mhz = 966
fin_crit_sh_pct = 103
min_period_ns = 1.03
worstMarginPinSlew_ns = 0.280

[route]
n_antenna_cell = 0
routed_via_density = 3.05
drt-pass1-iter-count = 3
postRouteAntennaNets = 0
drt_iter0_markers = 9
routedWlPerCell_um = 8.14
drc_errors = 0
via_count = 332
totalWireLength_um = 887

[die]
die-height_um = 80
chipArea_sq_um = 6400
rows = 21
fp_util_pct = 13.3
io_pins = 13
die_width_um = 80
core_sq_um = 3420

[place]
dp_hpwl_um = 774
port_buffers = 12
routabilityCongestion = 0.809
pre_cts_slack_ns = -0.705
placed_cell_area_sq_um = 716

[pwr]
p_switching_uw = 173
seqPwrFrac_pct = 44.2
pwr-share-comb_pct = 23.7
peakVddDrop_mv = 0.193
power.share.clock_pct = 32.1
p_int_uw = 578
power_leakage_nw = 0.323
swShare_pct = 23.1
power.density_nw_per_um2 = 1070

[global_route]
grt_pass1_vias = 349
gr-usage-all-layers_pct = 2.73
antenna_found_initial = 0
overflow = 0
grt_max_degree = 8
grt_pass1_wl_um = 1460

[layout]
seq_area_sq_um = 184
largest_reg_flops = 7
drive_above_1_share_pct = 54.0
nFillCells = 388
comb_area_sq_um = 258
post-route-util_pct = 20.6
regMostFlops = o_segments
largestRegisters = o_segments: 7 flops
area_growth_pct = 55.5
stdcell_area_sq_um = 704

[worst_setup_path]
crit_chain = buf_2
worst-path-stages = 1
cp.required_ns = 0.80
endpoint_kind = output port
cpLargestDelayFamily = flip-flops
crit_fanout = 1
worstPathArrival_ns = 0.83
path_class = reg2out
path_buffers = 1
cp_slowest_cell = dfstp_2
cpPeakStageDelay_ns = 0.51
start_kind = flip-flop

[clock_network]
cts_root_buf = clkbuf_4
clkSinkCount = 7
tritoncts = yes
clockBufferDepth = 2
cts_made_buffers = 3
htreeDepth = 1
cts.clk_slew.worst_paths_ns = 0.05
cts_hold_buf = 0

[hold_path]
hp-class = in2reg
whs_path_depth = 6

[job]
tool_warnings = 34
cap_viol_max_count = 0
cells in the final DEF (no fill, tap or decap), types with 2 or more instances in the layout:
master	count
a21oi_1	2
buf_2	8
clkbuf_4	3
clkdlybuf4s50_1	2
buf_4	9
dfstp_2	7
ha_1	5
nand2b_1	2
mux2i_1	6
o21ai_1	2
nor2_1	5
worst paths after layout:
kind	to	start	slack [ns]
max in group asynchronous	o_segments[4]	i_nrst	0.53
min in group asynchronous	o_segments[1]	i_nrst	0.45
max	o_segments[1]	o_segments[1]	-0.03
min	o_segments[5]	i_value[0]	0.40
cell usage after synthesis, drive strengths merged:
| cell | number | share of area, % |
|---|---|---|
| a21oi | 2 | 2.2 |
| a32o | 1 | 2.2 |
| buf | 1 | 2.5 |
| clkbuf | 1 | 0.83 |
| dfstp | 7 | 41 |
| ha | 7 | 19 |
| inv | 3 | 2.5 |
| mux2i | 6 | 13 |
| mux4 | 1 | 5.0 |
| nand2 | 1 | 0.83 |
| nand2b | 2 | 2.8 |
| nor2 | 5 | 4.1 |
| o211ai | 1 | 1.7 |
| o21ai | 2 | 2.2 |
logic make-up (layout without fill, tap and decap cells):
kind of cell,after synthesis,after routing,share of synthesized area [%]
AND/OR/NAND/NOR,8,8,7.73
adder cells (fa/ha/maj),7,7,19.3
AND-OR/OR-AND,6,6,8.29
multiplexers,7,7,18.2
buffers and inverters,5,28,5.80
flip-flops,7,7,40.6
layout make-up:
type	instances	share of cell area, %
Timing Repair Buffer	21	21.0
Inverter	3	4.44
Sequential cell	7	26.1
Multi-Input combinational cell	28	36.6
Clock buffer	4	3.73
Tap cell	46	8.17
timing repair:
action	CTS	global route
resized	32	1
pin swaps	1	0
endpoints found under the setup margin	14	9
setup buffers	1	0
routing by layer:
layer	vias up	share of wire (%)	wire length, um	track usage [%]
li1	182	-	-	-
met4	0	0	0	0.704
met5	-	0	0	0
met2	11	37	332	3.77
met1	139	53	466	3.73
met3	0	10	89	1.25
power by group through the flow:
stage,clock (mW),sequential [mW],combinational [mW]
after CTS,0.254,0.332,0.186
after global routing,0.267,0.336,0.201
final,0.241,0.332,0.178
metrics by stage:
stage	setup TNS (ns)	cells	hold WS, ns	total power, mW
after floorplan	-0.00793	40	0.0522	0.418
after global placement	-4.71	105	0.713	0.544
after detailed placement	-4.77	105	0.718	0.546
after CTS	-0.311	110	0.433	0.773
after global routing	-0.460	109	0.437	0.804
final	-0.196	109	0.404	0.751
Power is estimated from default activity; no workload was simulated.
