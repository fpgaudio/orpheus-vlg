### flow/config.mk
export PLATFORM = sky130hd
export DESIGN_NAME = mod_attenuator
export DESIGN_NICKNAME = mod_attenuator
export VERILOG_FILES = /design/flow/design.v
export SDC_FILE = /design/flow/constraint.sdc
export NUM_CORES = 4
export LEC_CHECK = 1
export CORE_UTILIZATION = 50
### flow/constraint.sdc
current_design mod_attenuator

set clk_period 17.2
set clk_io_pct 0.2

create_clock -name clk0 -period $clk_period

set non_clock_inputs [all_inputs -no_clocks]
set_input_delay [expr $clk_period * $clk_io_pct] -clock clk0 $non_clock_inputs
set_output_delay [expr $clk_period * $clk_io_pct] -clock clk0 [all_outputs]
### flow/design.v
`default_nettype none
module mod_attenuator
  ( output logic signed [31:0] o_attenuated  
  , output logic o_ready  
  , input logic unsigned [31:0] i_raw  
  , input logic unsigned [31:0] i_attenfactor  
  , input logic i_trigger  
  , input logic i_clk  
  );
  mod_fixed_mul#(32, 14) u_multiplier
    ( o_attenuated, o_ready
    , i_raw, i_attenfactor
    , i_trigger, i_clk
    );
endmodule
module mod_fixed_mul#
  ( parameter INPUT_WIDTH = 32  
  , parameter INPUT_POINT = 8  
  )
  ( output logic [(INPUT_WIDTH - 1):0] o_out  
  , output logic o_ready  
  , input logic [(INPUT_WIDTH - 1):0] i_a  
  , input logic [(INPUT_WIDTH - 1):0] i_b  
  , input logic i_trigger  
  , input logic i_clk  
  );
  logic [((INPUT_WIDTH * 2) - 1):0] temp_reg;
  assign temp_reg = i_a * i_b;
  assign o_out = INPUT_WIDTH'(temp_reg >> INPUT_POINT);
  assign o_ready = 1;  
endmodule
### flow/run.sh
#!/bin/bash
# OpenROAD 26Q1-2900-gdf79404cd8, Yosys 0.63+post, stock flow scripts
make -C /OpenROAD-flow-scripts/flow DESIGN_CONFIG=/design/flow/config.mk WORK_HOME=/design/flow/orfs finish
==> ds_physical_params.txt <==
Implementation parameters

Parameter                              Value

Min path
  Hold crit path type .................. input port to primary output

Floorplanning
  Core Region .................. 51700 um2
  Die area .................. roughly 54000 um2
  Vertical die dimension .................. roughly 230 um
  IO Pins .................. about 99
  Die width .................. ~230 um
  Number of standard-cell rows in the floorplan .................. 83
  Fp util .................. between 50% and 60%

Yosys
  Area of the synthesized netlist per yosys stat .................. roughly 26000 um2
  Number of standard cells reported by yosys .................. a little under 3000
  Main area contributors .................. fa_1 (57%), and2_1 (12%), inv_1 (10%)
  Top cell type's share of synthesized area .................. between 50% and 60%
  Register share after synthesis .................. 0%
  Distinct cells, synth .................. ~41
  Per-instance average area after synthesis .................. just over 9 um2
  Gate count after technology mapping .................. just under 3000
  Synth warnings .................. 0
  Library cell occupying the most area in the post-synthesis netlist .................. fa_1
  Post-synth design cell area .................. 26400 um2

GRT
  Tot GR Track Use .................. around 29%
  Overall overflow remaining after global route .................. 0
  Wire length of the first global-routing pass .................. ~110000 um
  Initial antenna violation count .................. 2
  Number of global-route vias before repair .................. 20300
  Largest net degree at the start of global routing .................. 33

Final layout
  Top cell excl fill/tap .................. fa_1
  Final core occ .................. between 50% and 60%
  Share of cells above drive strength 1 .................. 2.85%
  Clkbuf count .................. 0
  Number of fill cells in the layout .................. 4702
  Sequential standard cell area .................. 0 um2
  Area grow syn2layout .................. 6.77%
  Commonest cells after routing, fill and taps aside .................. fa_1 (745), inv_1 (730), and2_1 (492)
  Flop Count .................. 0

Clock network
  Number of gates resized after cts .................. 0
  Post-cts hold-fix buffer tally .................. 0
  Post-CTS setup buffer count .................. 0

Final timing
  Endpoints failing setup .................. 0
  Worst max-slew margin expressed relative to the limit .................. around 31%
  Setup TNS .................. 0 ns
  Actual slew at the worst max-slew pin .................. 1.03 ns
  Number of max-slew violations in the final report .................. 0
  Maximum clock frequency .................. between 60 and 70 MHz
  Post-layout minimum cycle time .................. between 15 and 20 ns
  RSZ-0062 raised after global routing .................. no
  Final critical-path share of the clock period .................. between 90% and 100%
  Hold Vio Cnt, Final .................. 0

Flow run
  Reported max-cap violation count .................. 0
  Number of warnings in the stage logs .................. 34

Power and ir drop
  P_int .................. roughly 0.011 W
  Worst ir drop on vdd .................. between 2000 and 3000 uV
  Net Switching .................. roughly 0.0093 W
  P per Cell Area .................. a little over 700 nW/um2
  Net switching share of the total power .................. between 40% and 50%
  Leakage .................. roughly 14 nW

Drt
  Residual DRC count .................. 0
  Wire length per cell after detailed routing .................. 18.2 um
  Routed Wire Length .................. roughly 65000 um
  DRC marker count from the first detailed-route iteration .................. around 600
  Total vias in the final route .................. 18200
  Routed Antenna Nets .................. 0
  Avg Vias per Cell .................. 5.05
  Number of detailed-route iterations in the first pass .................. 5

Place
  Post-detailed-placement half-perimeter wirelength .................. around 57000 um
  Routability congestion estimate from global placement .................. 0.914
  Number of input and output port buffers inserted .................. roughly 96

Critical path
  Startpoint-to-endpoint class of the critical path .................. input port to primary output
  Most frequent CP cell .................. fa_1
  CP Data Required Time .................. ~14 ns
  Top delay family on crit path .................. adder cells
  Cell type of the slowest stage on the worst timing path .................. clkdlybuf4s50_1
  CP Data Arrival Time .................. roughly 13 ns
  Buf/Inv on CP .................. 4
  Element type at the critical path start .................. input port
  Slowest Stage Delay on Critical Path .................. around 0.96 ns
  CP max FO .................. 20
  Cell-by-cell listing of the critical path .................. clkdlybuf4s50_1 -> and2_1 -> fa_1 -> fa_1 -> fa_1 -> inv_1 -> fa_1 -> inv_1 -> fa_1 -> fa_1 -> fa_1 -> fa_1 -> ha_1 -> nand3_1 -> or4_1 -> or4_1 -> a21oi_2 -> o21ai_2 -> o22ai_2 -> a2111o_1 -> a41oi_2 -> xnor2_1 -> clkdlybuf4s50_1
  Nature of the critical path endpoint .................. primary output

Run status
  Result of the run .................. finished clean
==> path summary, 6_finish.rpt <==
check / slack, ns / endpoint / from / cells after the start
hold / removal: 8.76 / o_attenuated[31] / i_raw[30] / 9
setup / recovery: 0.83 / o_attenuated[31] / i_attenfactor[5] / 23
==> Yosys cell counts (3+ instances only) <==
| master | number |
|---|---|
| a41oi_1 | 3 |
| inv_1 | 730 |
| ha_1 | 165 |
| a211oi_1 | 7 |
| a21oi_1 | 24 |
| xor2_1 | 16 |
| clkbuf_1 | 159 |
| nor3_1 | 8 |
| nand4_1 | 5 |
| o221ai_1 | 3 |
| o211ai_1 | 3 |
| nor2_1 | 26 |
| a31oi_1 | 3 |
| a21o_1 | 7 |
| o21a_1 | 4 |
| fa_1 | 745 |
| o21bai_1 | 3 |
| xnor2_1 | 52 |
| nand3_1 | 9 |
| and2_1 | 492 |
| o21ai_0 | 18 |
| nand2_1 | 394 |
==> final cells by class <==
class	count	area, um2	area share (%)
diodes	1	2.50	0.00889
multi-input cells	2010	23000	81.8
repair buffers	173	1540	5.47
inverters	730	2740	9.74
well taps	680	851	3.02
==> tightest hold or removal path, cell delays in order <==
cell and delay (ns):
clkdlybuf4s50_1 0.40, buf_4 0.21, nand2_1 0.11, xnor2_1 0.10
xnor2_1 0.19, xnor2_1 0.09, xnor2_1 0.21, xnor2_1 0.16
clkdlybuf4s50_1 0.40
==> cells by family after synthesis <==
family | synth area share, %
adders and majority gates | 64.4
xor gates and xnor gates | 2.26
other | 0.0142
and+or+nand+nor | 18.3
AOI/OAI and AO/OA | 2.23
buffers and inverters | 12.7
==> metrics by stage <==
step	instance area [um2]	total power, W	setup slack (ns)	hold WS [ns]	std cells
after floorplan	26400	0.0111	3.44	7.36	2901
after global placement	28100	0.0198	0.892	8.79	3593
after detailed placement	28100	0.0198	0.829	8.79	3593
after CTS	28100	0.0200	0.808	8.80	3593
after global routing	28100	0.0223	0.405	8.87	3593
final	28100	0.0198	0.829	8.76	3594
==> per-layer routing <==
metal | up-vias | global-route usage (%) | part of all wire [%]
li1 | 8181 | - | -
met1 | 9321 | 41.9 | 39
met2 | 627 | 43.0 | 47
met3 | 36 | 15.2 | 13
met4 | 2 | 2.75 | 1.2
met5 | - | 0.184 | 0.018
==> power by group through the flow <==
stage         combinational [W]  clock, W  sequential, W
global route             0.0223         0              0
CTS                      0.0200         0              0
Power figures rest on the tool's default switching activity, not on a simulated workload.
